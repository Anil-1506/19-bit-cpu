--- design/flow/config.mk ---
export PLATFORM = sky130hd
export DESIGN_NAME = data_mem
export DESIGN_NICKNAME = data_mem
export VERILOG_FILES = /design/flow/design.v
export SDC_FILE = /design/flow/constraint.sdc
export NUM_CORES = 4
export LEC_CHECK = 1
export CORE_UTILIZATION = 30
export SYNTH_MEMORY_MAX_BITS = 65536
--- design/flow/constraint.sdc ---
current_design data_mem

set clk_period 20.9
set clk_io_pct 0.2

create_clock -name clk0 -period $clk_period [get_ports {clk}]

set non_clock_inputs [all_inputs -no_clocks]
set_input_delay [expr $clk_period * $clk_io_pct] -clock clk0 $non_clock_inputs
set_output_delay [expr $clk_period * $clk_io_pct] -clock clk0 [all_outputs]
--- design/flow/design.v ---
module data_mem (
    input clk,
    input mem_write,        
    input mem_read,         
    input [18:0] addr,      
    input [18:0] write_data,
    output reg [18:0] read_data
);
    reg [18:0] memory [0:255];  
    always @(posedge clk) begin
        if (mem_write)
            memory[addr] <= write_data;    
    end
    always @(*) begin
        if (mem_read)
            read_data = memory[addr];      
        else
            read_data = 19'b0;
    end
endmodule
--- design/flow/run.sh ---
#!/bin/bash
# OpenROAD 26Q1-2900-gdf79404cd8, Yosys 0.63+post, stock flow scripts
make -C /OpenROAD-flow-scripts/flow DESIGN_CONFIG=/design/flow/config.mk WORK_HOME=/design/flow/orfs finish
==> results.json <==
{
  "status": "finished clean",
  "rsz0062_at_grt": "no",
  "grt_most_used_layer": "met2",
  "cap_viol_max_count": 0,
  "wirelength_um": 491000,
  "worstMarginPinSlew_ns": 1.05,
  "cp_num_buf_inv": 8,
  "hold_depth": 1,
  "synthCells": 8817,
  "ir_worst_vdd_uv": 86.7,
  "wl_per_cell_um": 27.2,
  "cts_root_buf": "clkbuf_16",
  "drt_first_pass_iters": 5,
  "rows": 289,
  "drcViolationCount": 0,
  "cts_tree": "done",
  "cpMostUsedCell": "buf_4",
  "place_ws_ns": 5.52,
  "grtUsageMet1_pct": 18.1,
  "end_kind": "output pin",
  "critPathLaunchType": "input pin",
  "vias": 90000,
  "core_sq_um": 620000,
  "hp-start": "write_data[14]",
  "finalHoldViolations": 0,
  "grt_use_met3_pct": 14.1,
  "crit_chain": "buf_12, buf_4, buf_4, buf_4, buf_4, buf_4, buf_4, mux4_2, a22oi_1, o2111ai_1, a211oi_1, o31ai_1, and3_1, clkdlybuf4s50_1",
  "powerDensity_nw_per_um2": 92.6,
  "largest_reg_flops": 4864,
  "holdWs_ns": 3.53,
  "syn-mean-instance-area_sq_um": 21.2,
  "antenna_found_initial": 19,
  "netlist_area_sq_um": 187000,
  "hold_path_end": "memory[242][14]",
  "finish.utilization_pct": 34.7,
  "die-area_sq_um": 626000,
  "p_leak_uw": 0.0675,
  "io_buffers": 48,
  "report.final.slew_viol_count": 0,
  "dp.cells": 17200,
  "crit_path_top_delay_cell": "a211oi_1",
  "htree_levels": 5,
  "async_flop_share_pct": 0,
  "fmax_mhz": 65.4,
  "finalWeightedCongestion": 0.875,
  "path_clk_slew_ns": 0.06,
  "setup_viol": 0,
  "period_used_pct": 73.1,
  "postCtsHoldBufs": 0,
  "edf_count": 4864,
  "area_delta_synth_final_pct": 15.2,
  "die_h_um": 791,
  "critPathArrivalTime_ns": 11.10,
  "gr-total-overflow": 0,
  "drt_iter0_drc": 6344,
  "postCtsSetupRepairBufs": 0,
  "top_regs": "memory x4864",
  "first_global_vias": 96200,
  "cp_top_family": "buffers and inverters",
  "cts_resized": 0,
  "fin_tns_setup_ns": 0,
  "num_io_pins": 60,
  "cts.sinks": 4864,
  "grt_max_degree": 112,
  "maxSlewHeadroom_pct": 29.4,
  "floorplan.core_util_pct": 30.1,
  "via_per_inst": 4.97,
  "ys.flop_type": "edfxtp_1",
  "yosysSeqAreaShare_pct": 78.2,
  "drive_gt1_share_pct": 24.4,
  "yosys_area_sq_um": 187000,
  "grt_pass1_wl_um": 696000,
  "synth.distinct_cells": 48,
  "final_cells": 18100,
  "crit_path_max_incr_delay_ns": 0.75,
  "setup_slack_ns": 5.62,
  "dp_hpwl_um": 287000,
  "track_usage_pct": 16.6,
  "synth_flop_count": 4864,
  "cp.required_ns": 16.72,
  "regMostFlops": "memory",
  "hp-class": "input pin to flip-flop",
  "cts_buffers": 470,
  "cp_max_fo": 51,
  "critPathKind": "input pin to output pin",
  "die_w_um": 791,
  "yosysWarnings": 1,
  "met2_usage_pct": 24.5,
  "warnings": 40,
  "postRouteAntennaNets": 0,
  "finalCriticalPeriod_ns": 15.28,
  "yosys_cells": 8817,
  "clock_path_buffers": 4
}
[worst max path at each step]
stage	slack, ns	start	to	cells after the start
4_1_cts	5.49	addr[0]	read_data[16]	14
5_1_grt	5.10	addr[0]	read_data[16]	14
6_report	5.62	addr[0]	read_data[16]	14
[power breakdown]
group          switching, uW  total (uW)  internal (uW)  leakage [uW]
sequential              4.18       10800          10800        0.0437
combinational            672         992            320        0.0165
clock                   3630        8170           4540       0.00720
[synthesized netlist by cell type, drive strengths merged, types with 2 or more instances]
library cell	number	area, sq um
nand2	213	800
nand3	109	546
o31ai	19	143
a31oi	54	338
a21oi	63	315
o311a	18	180
a21o	16	120
o21ai	56	280
mux4	870	19600
nand4bb	2	22.5
and3	3	18.8
mux2i	897	8980
or4	3	22.5
clkbuf	177	664
o22ai	266	1660
a22oi	224	1680
nand3b	2	15.0
and2	6	37.5
o211ai	88	661
nor2	270	1010
or2	5	31.3
nand2b	6	37.5
nand4	22	138
nor3	47	235
a221oi	24	210
inv	4	15.0
or3	19	119
nand4b	3	26.3
o221ai	19	166
buf	351	2030
edfxtp	4864	146000
nor4	73	457
a22o	3	26.3
nor2b	10	62.6
[routing by layer]
metal / wire length (um) / vias up
met3: 90900 / 815
met2: 226000 / 5210
met4: 16700 / 32
met1: 157000 / 45700
met5: 1020 / -
li1: - / 38200
[stage by stage]
stage / cell area, sq um / power, uW
global placement: 200000 / 12000
CTS: 215000 / 20100
detailed placement: 200000 / 12000
floorplan: 187000 / 11500
global route: 215000 / 20500
finish: 215000 / 19900
[placed cells by master (no fill, tap or decap), types with 63 or more instances in the layout]
cell type and instances:
nor4_1 68, nand2_1 205, a22oi_1 224, clkbuf_16 474, edfxtp_1 4864, a21oi_1 63, nand3_1 100, clkinv_1 137
o22ai_1 266, clkinv_2 88, mux4_2 870, o211ai_1 88, clkbuf_1 105, mux2i_1 897, nor2_2 219, buf_4 570
[final cells by class]
| cell class | instances | area [sq um] |
|---|---|---|
| Clock inverter | 293 | 2480 |
| Fill cell | 56800 | 405000 |
| Timing Repair Buffer | 624 | 5030 |
| Multi-Input combinational cell | 3420 | 38900 |
| Clock buffer | 579 | 12300 |
| Antenna cell | 13 | 32.5 |
| Tap cell | 8293 | 10400 |
| Inverter | 5 | 28.8 |
| Sequential cell | 4864 | 146000 |
[logic make-up after synthesis]
group,after synthesis,synth area share (%)
flops,4864,78.2
mux,1767,15.3
compound gates,857,3.13
simple gates,796,1.93
buf+inv,533,1.45
Power figures rest on the tool's default switching activity, not on a simulated workload.
